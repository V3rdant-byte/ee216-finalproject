--- /design/flow/run.sh ---
#!/bin/bash
# OpenROAD 26Q1-2900-gdf79404cd8, Yosys 0.63+post, stock flow scripts
make -C /OpenROAD-flow-scripts/flow DESIGN_CONFIG=/design/flow/config.mk WORK_HOME=/design/flow/orfs finish
--- /design/flow/config.mk ---
export PLATFORM = sky130hd
export DESIGN_NAME = M216A_TopModule
export DESIGN_NICKNAME = M216A_TopModule
export VERILOG_FILES = /design/flow/design.v
export SDC_FILE = /design/flow/constraint.sdc
export NUM_CORES = 4
export LEC_CHECK = 1
export CORE_UTILIZATION = 40
--- /design/flow/constraint.sdc ---
current_design M216A_TopModule

set clk_period 1.4
set clk_io_pct 0.2

create_clock -name clk0 -period $clk_period [get_ports {clk_i}]

set non_clock_inputs [all_inputs -no_clocks]
set_input_delay [expr $clk_period * $clk_io_pct] -clock clk0 $non_clock_inputs
set_output_delay [expr $clk_period * $clk_io_pct] -clock clk0 [all_outputs]
--- /design/flow/design.v ---
`timescale 1ns / 100ps
module P1_Reg_8_bit (DataIn, DataOut, rst, clk);
    input [7:0] DataIn;
    output [7:0] DataOut;
    input rst;
    input clk;
    reg [7:0] DataReg;
    always @(posedge clk)
  	if(rst)
            DataReg <= 8'b0;
        else
            DataReg <= DataIn;
    assign DataOut = DataReg;
endmodule
module P1_Reg_5_bit (DataIn, DataOut, rst, clk);
    input [4:0] DataIn;
    output [4:0] DataOut;
    input rst;
    input clk;
    reg [4:0] DataReg;
    always @(posedge clk)
        if(rst)
            DataReg <= 5'b0;
        else
            DataReg <= DataIn;
    assign DataOut = DataReg;
endmodule
module P1_Reg_4_bit (DataIn, DataOut, rst, clk);
    input [3:0] DataIn;
    output [3:0] DataOut;
    input rst;
    input clk;
    reg [3:0] DataReg;
    always @(posedge clk)
        if(rst)
            DataReg <= 4'b0;
        else
            DataReg <= DataIn;
    assign DataOut = DataReg;
endmodule
module M216A_TopModule(
    clk_i,
    width_i,
    height_i,
    index_x_o,
    index_y_o,
    strike_o,
    rst_i
);
input clk_i;
input [4:0] width_i;
input [4:0] height_i;
output [7:0] index_x_o;
output [7:0] index_y_o;
output [3:0] strike_o;
input rst_i;
wire [4:0] width;
wire [4:0] height;
wire en1;
wire en2;
wire en3;
wire en4;
wire [3:0] strip_ID_addr;
wire [3:0] Id1;
wire [3:0] Id2;
wire [3:0] Id3;
wire [3:0] write_id;
wire [4:0] write_width;
wire [7:0] Width1;
wire [7:0] Width2;
wire [7:0] Width3;
wire [3:0] Id_optimal;
wire [7:0] Width_optimal;
wire strike;
wire [7:0] index_x_o_w;
wire [7:0] index_y_o_w;
wire [3:0] strike_o_w;
reg [4:0] width_reg;
reg rst_flag;
controller controller_inst(
    .height(height_i),
    .clk(clk_i),
    .rst(rst_i),
    .strike(strike),
    .en1(en1),
    .en2(en2),
    .en3(en3),
    .en4(en4)
);
P1_Reg_5_bit input_height_reg_5(
    .DataIn(height_i),
    .DataOut(height),
    .rst(rst_i),
    .clk(en1)
);
P1_Reg_5_bit input_width_reg_5(
    .DataIn(width_i),
    .DataOut(width),
    .rst(rst_i),
    .clk(en1)
);
preprocess p1(
    .clk(en2),
    .rst(rst_i),
    .height(height),
    .addr(strip_ID_addr)
);
rom_strip_id rom_strip_id_inst(
    .addr(strip_ID_addr), 
    .clk(en3),
    .Id1(Id1), 
    .Id2(Id2),
    .Id3(Id3),
    .rst(rst_i)
);
ram_occupied_width ram_occupied_width_inst(
    .rst(rst_i),
    .enclk(en4),             
    .we(en3),                
    .write_id(Id_optimal),    
    .write_width(width_reg), 
    .Id1(Id1),         
    .Id2(Id2),
    .Id3(Id3),
    .Width1(Width1),
    .Width2(Width2),
    .Width3(Width3),
    .strike(strike)
);
optimal_strip_calculator optimal_strip_calculator_inst(
    .rst(rst_i),
    .enclk(en1),               
    .Id1(Id1),         
    .Id2(Id2),
    .Id3(Id3),
    .Width1(Width1),
    .Width2(Width2),
    .Width3(Width3),
    .Id_optimal(Id_optimal),
    .Width_optimal(Width_optimal)
);
always@(posedge en1 or posedge rst_i) begin
    if (rst_i) begin
	    width_reg <= 5'b0;
        rst_flag <= 1'b1;
    end else if (rst_flag) begin
        rst_flag <= 1'b0;
    end else width_reg <= width;
end
max_wdith_checker max_wdith_checker_inst(
    .enclk(en2),
    .rst(rst_i),
    .width_i(width_reg),
    .occupied_width(Width_optimal),
    .strike(strike)
);
index_calc index_calc_inst(
    .enclk(en3),
    .rst(rst_i),
    .strike(strike),
    .strip_id(Id_optimal),
    .occupied_width(Width_optimal),
    .index_x_o(index_x_o_w),
    .index_y_o(index_y_o_w),
    .strike_o(strike_o_w)
);
P1_Reg_8_bit output_width_reg_8(
    .DataIn(index_x_o_w), 
    .DataOut(index_x_o), 
    .rst(rst_i), 
    .clk(en4)
);
P1_Reg_8_bit output_height_reg_8(
    .DataIn(index_y_o_w), 
    .DataOut(index_y_o), 
    .rst(rst_i), 
    .clk(en4)
);
P1_Reg_4_bit output_strike_reg_4(
    .DataIn(strike_o_w), 
    .DataOut(strike_o), 
    .rst(rst_i), 
    .clk(en4)
);
endmodule
module controller(
    input [4:0]height,
    input clk,
    input rst,
    input strike,
    output en1,
    output en2,
    output en3,
    output en4
);
wire start1;
assign start1 = (height!=5'b0);
reg start2;
reg [1:0]state;
always@(posedge clk or posedge rst)begin
    if(rst) begin
        state <= 2'b00;
        start2 <= 1'b0;
    end
    else if(start1 || start2) begin
        start2 <= 1'b1;
        case(state)
            2'b00:begin
                state <= 2'b01;
            end
            2'b01:begin
                state <= 2'b10;
            end
            2'b10:begin
                state <= 2'b11;
            end
            2'b11:begin
                state <= 2'b00;
            end
        endcase
    end
end
assign en1 = (state!=2'b00);
assign en2 = (state!=2'b01);
assign en3 = (state!=2'b10);
assign en4 = (state!=2'b11);
endmodule
module index_calc(
    input enclk,
    input rst,
    input strike,
    input [3:0] strip_id,
    input [7:0] occupied_width,
    output [7:0] index_x_o,
    output [7:0] index_y_o,
    output [3:0] strike_o
);
wire rom_en = (~strike && enclk);
reg [3:0] strike_count;
wire [6:0] index_y;
rom_y_coord ROM_Y (.enclk(rom_en),
                    .addr(strip_id),
                    .index_y(index_y),
                    .rst(rst));
assign index_y_o = (strike == 1'b1) ? 8'd128 : {1'b0, index_y};
assign index_x_o = (strike == 1'b1) ? 8'd128 : {1'b0, occupied_width};
assign strike_o = strike_count;
always@(posedge enclk or posedge rst) begin
    if (rst) begin
        strike_count <= 4'b0;
    end
    else begin
        if (strike) begin
            strike_count <= strike_count + 4'b1;
        end
    end
end
endmodule
module max_wdith_checker(
    input enclk,
    input rst,
    input [4:0] width_i,
    input [7:0] occupied_width,
    output reg strike
);
wire [7:0] sum_w = width_i + occupied_width;
wire strike_w = (sum_w > 8'd128) ? 1'b1 : 1'b0;
always @(posedge enclk or posedge rst) begin
    if (rst) strike <= 1'b0;
    else strike <= strike_w;
end
endmodule
module optimal_strip_calculator(
    input enclk,               
    input rst,
    input [3:0] Id1,         
    input [3:0] Id2,
    input [3:0] Id3,
    input [7:0] Width1,
    input [7:0] Width2,
    input [7:0] Width3,
    output reg [3:0] Id_optimal,
    output reg [7:0] Width_optimal
);
    reg [3:0] id;
    reg [7:0] wid;
    always @(*) begin
        wid = Width1;
        id = Id1;
        if (Width2 < wid) begin
            wid = Width2;
            id = Id2;
        end
        if (Width3 < wid) begin
            wid = Width3;
            id = Id3;
        end
    end
    always @(posedge enclk or posedge rst) begin
        if (rst) begin
            Id_optimal <= 4'd0;
            Width_optimal <= 8'd0;
        end
        else begin
            Id_optimal <= id;
            Width_optimal <= wid;
        end
    end
endmodule
module preprocess(
    input [4:0]height,
    input clk,
    input rst,
    output reg [3:0]addr
);
wire [4:0]sub4;
assign sub4 = height - 4;
always@(posedge clk or posedge rst)begin
    if(rst)
        addr <= 4'd0;
    else
        addr <= (sub4[3:0] >= 9)? 9 : sub4[3:0];
end
endmodule
module ram_occupied_width(
    input rst,
    input enclk,             
    input we,                
    input [3:0] write_id,    
    input [4:0] write_width, 
    input [3:0] Id1,         
    input [3:0] Id2,
    input [3:0] Id3,
    input strike,
    output reg [7:0] Width1,
    output reg [7:0] Width2,
    output reg [7:0] Width3
);
    reg [7:0] mem [0:13];
    integer i;
    always @ (posedge we or posedge rst) begin
        if (rst) begin
            mem[13] <= 8'd255;
            for (i = 0; i <= 12; i = i + 1) begin
                mem[i] <= 8'b0;
            end
        end else begin
            if(!strike)
                mem[write_id] <= mem[write_id]+ write_width;
        end
    end
    always @(posedge enclk or posedge rst) begin
        if (rst) begin
            Width1 <= 8'd0;
            Width2 <= 8'd0;
            Width3 <= 8'd0;
        end 
        else begin
            Width1 <= mem[Id1];
            Width2 <= mem[Id2];
            Width3 <= mem[Id3];
        end
    end
endmodule
module rom_strip_id(
    input [3:0] addr, 
    input clk,
    input rst,
    output reg[3:0]Id1, 
    output reg[3:0]Id2,
    output reg[3:0]Id3
);
wire [11:0] DataID[9:0];
assign  DataID[0] = 12'h97D; 
assign  DataID[1] = 12'h75D; 
assign  DataID[2] = 12'h53D; 
assign  DataID[3] = 12'h301; 
assign  DataID[4] = 12'h012; 
assign  DataID[5] = 12'h24D; 
assign  DataID[6] = 12'h46D; 
assign  DataID[7] = 12'h68D; 
assign  DataID[8] = 12'h8DD; 
assign  DataID[9] = 12'hCBA; 
always@(posedge clk or posedge rst)begin
    if(rst)begin
        Id1 <= 4'd0;
        Id2 <= 4'd0;
        Id3 <= 4'd0;
    end
    else
    begin
        Id1 <= DataID[addr][11:8];
        Id2 <= DataID[addr][7:4];
        Id3 <= DataID[addr][3:0];
    end
end
endmodule
module rom_y_coord(
    input [3:0] addr,  
    input enclk,
    input rst,
    output reg[6:0] index_y  
);
wire [6:0] DataReg[12:0];
assign  DataReg[0]  = 7'd0;
assign  DataReg[1]  = 7'd8;
assign  DataReg[2]  = 7'd16;
assign  DataReg[3]  = 7'd25;
assign  DataReg[4]  = 7'd32;
assign  DataReg[5]  = 7'd42;
assign  DataReg[6]  = 7'd48;
assign  DataReg[7]  = 7'd59;
assign  DataReg[8]  = 7'd64;
assign  DataReg[9]  = 7'd76;
assign  DataReg[10] = 7'd80;
assign  DataReg[11] = 7'd96;
assign  DataReg[12] = 7'd112;
always@(posedge enclk or posedge rst)begin
    if(rst)
        index_y <= 7'd0;
    else
        index_y <= DataReg[addr];
end
endmodule
==> run_results.csv <==
group,metric,value,unit
die,die_height,180,um
sta,hold_viol_final,0,
sta,final.period_utilization,91.3,%
pwr,powerDensity,1290,nW/um2
logic_synthesis,synth.cell_area,12700,um2
global_route,grt.total_usage,33.9,%
setup_path,crit_path_end_kind,"register",
layout,lay_top_cells,"166 x dfrtn_1, 122 x nand2_1, 112 x mux2_2, 87 x o21ai_0, 74 x nor2_1",
global_route,grt_antenna_before_repair,4,
cts,cts.path.max_buffers,2,
pwr,power.internal,0.00863,W
layout,syn2layout_area_growth,6.97,%
sta,unclocked_pins,211,
detailed_routing,routed_wirelength,52.5,mm
global_route,globalRoute.totalOverflow,0,
sta,holdWs,0.403,ns
logic_synthesis,synth_top_flop_cell,"dfrtn_1",
setup_path,critical_path.startpoint_type,"primary input",
die,core_area,30900,um2
layout,largest_register_ff_count,112,
placement,finalWeightedCongestion,1.04,
layout,largest_register_by_flop_count,"ram_occupied_width_inst.mem",
sta,timing_worst_slew_pin_value,1.14,ns
cts,number_of_buffers_created_by_cts,3,
cts,ctsResizeCount,0,
cts,cts.clk_slew.worst_paths,0.03,ns
sta,max_slew_margin,23.6,%
sta,worst_clock_skew,0.00107,ns
sta,achievable-frequency,0.783,GHz
logic_synthesis,synthesis.yosys.warnings,13,
setup_path,critPathMaxFanout,5,
pwr,pwr-share-seq,35.3,%
detailed_routing,drtPass1Iterations,8,
logic_synthesis,yosysCellCount,1307,
flow_run,drv_cap,0,
pwr,net-switching-power,0.00880,W
logic_synthesis,yosys.stat.seqShare,41.2,%
cts,insertion_delay,0.22,ns
global_route,first_global_vias,10500,
flow_run,warnings,32,
pwr,power.clock.fraction,2.6,%
logic_synthesis,synth_flops,214,
sta,unrepaired_setup_endpoints_after_global_routing,"false",
detailed_routing,vias,11219,
die,fp.dieArea,32400,um2
pwr,vdd_ir_drop_max,0.000472,V
logic_synthesis,edf_count,0,
sta,totalNegativeSetupSlack,0,ns
detailed_routing,remaining_drcs,0,
cts,tritoncts,"built",
logic_synthesis,chip_area_line_of_the_yosys_report,12700,um2
worst_hold_path,worst_hold_path_type,"primary input to async pin",
detailed_routing,post_drt_via_cell_ratio,6.61,
pwr,standby_leakage_power,5.70,nW
logic_synthesis,synthArstFlopShare,86.4,%
die,die-width,180,um
layout,drive_above_1_share,15.6,%
placement,detailedPlacementHpwl,37.7,mm
setup_path,cp_data_arrival_time,1.37,ns
cts,cts_hold_repair.buffers,0,
cts,cts_htree_levels,1,
die,floorplan.core_util,41.0,%
setup_path,crit_type,"primary input to register",
die,floorplan.io_pins,32,
pwr,p_comb_share,62.1,%
sta,timing_max_transition_violations_final,0,
detailed_routing,drt_iter0_drc,1209,
global_route,global_route_wire_length_before_repair,76.5,mm
logic_synthesis,synth_cells,1307,
sta,unconstrained_endpoints,230,
setup_path,critPathRequiredTime,1.49,ns
cts,post-cts-setup-buffer-count,0,
outcome,outcome,"finished clean",
sta,post-route-min-period,1.28,ns
layout,layout.cells.most_common,"dfrtn_1",
logic_synthesis,synthesis.area_per_instance,9.70,um2
detailed_routing,ant_nets,0,
detailed_routing,avgRoutedWirePerCell,31.0,um
placement,placement.io_buffers,31,
die,fp-row-count,64,
sta,finalSetupViolCount,0,
global_route,maximum_number_of_pins_on_one_net_before_global_route_repair,63,
pwr,switching_share,50.5,%
cts,clock_tree.root_cell,"clkbuf_16",
logic_synthesis,ys_types,80,
layout,finalCoreUtilization,43.9,%
power groups by stage:
| stage | logic, W | registers (W) | clock network, W |
|---|---|---|---|
| final | 0.0108 | 0.00616 | 0.000452 |
| after global routing | 0.0116 | 0.00628 | 0.000473 |
| after CTS | 0.0106 | 0.00609 | 0.000458 |
cells in the mapped netlist, types with 6 or more instances:
master	n	area [um2]
nor2b_1	50	313
dfstp_2	9	236
o21ai_0	87	435
ha_1	33	413
dfxtp_1	29	581
mux4_2	6	135
a21oi_1	60	300
a21o_1	10	75.1
o211ai_1	10	75.1
clkbuf_1	65	244
nand3_1	40	200
buf_2	10	50.1
nand2_1	122	458
mux2i_1	36	360
dfrtp_1	10	250
a221oi_1	35	307
nand2b_1	16	100
buf_1	12	45.0
nor3_1	18	90.1
nand3b_1	9	67.6
nor3b_1	10	75.1
o22ai_1	6	37.5
and2_1	18	113
nor2_1	75	282
a22oi_1	48	360
and3_1	6	37.5
dfrtn_1	166	4150
a31oi_1	7	43.8
xor2_1	7	61.3
mux2_2	112	1260
inv_1	37	139
a211oi_1	6	45.0
a32oi_1	15	131
a32o_1	10	100
a22o_1	35	307
worst paths after layout:
check / startpoint / end / slack, ns / cells past startpoint
max in group asynchronous: rst_i / controller_inst.start2$_DFFE_PP0P_ / 0.79 / 2
hold / removal: rst_i / controller_inst.state[0]$_DFFE_PP0P_ / 0.40 / 2
min in group clk0: controller_inst.start2$_DFFE_PP0P_ / controller_inst.start2$_DFFE_PP0P_ / 0.53 / 2
setup reg to reg: controller_inst.state[1]$_DFFE_PP0P_ / controller_inst.state[0]$_DFFE_PP0P_ / 0.27 / 4
setup / recovery: height_i[0] / controller_inst.state[0]$_DFFE_PP0P_ / 0.12 / 5
hold reg to reg: controller_inst.start2$_DFFE_PP0P_ / controller_inst.start2$_DFFE_PP0P_ / 0.53 / 2
logic make-up after synthesis:
family / synth area share, %
AND/OR/NAND/NOR: 14.8
buffers and inverters: 4.33
flip-flops: 41.2
adder cells (fa/ha/maj): 3.57
AND-OR/OR-AND: 20.9
other: 0.0296
multiplexers: 14.2
XOR/XNOR: 0.957
cell type report:
class	count	area (um2)
Timing Repair Buffer	82	693
Inverter	37	143
Fill cell	2962	17400
Clock buffer	4	78.8
Sequential cell	214	5220
Antenna cell	1	2.50
Tap cell	396	495
Multi-Input combinational cell	962	6930
worst max-delay path: stages:
cell	delay [ns]
clkdlybuf4s50_1	0.42
nor4_1	0.28
nand2_1	0.16
o21ai_0	0.11
o21ai_0	0.12
routing by layer:
metal	part of all wire (%)	vias up	global-route usage (%)	routed length, um
met1	42	5513	50.6	21800
li1	-	4807	-	-
met5	0.063	-	0	33
met4	5.3	6	12.9	2760
met2	41	724	47.0	21600
met3	12	169	11.2	6290
per-stage QoR:
step                power, W  cells  area, um2  worst slack, ns
detailed placement    0.0167   1691      13500          -0.0774
global placement      0.0166   1691      13500          -0.0928
global route          0.0184   1695      13600           0.0191
floorplan             0.0123   1307      12700            -1.42
CTS                   0.0172   1695      13600            0.125
finish                0.0174   1696      13600            0.122
No activity file was given, so power comes from the tool's default toggle rates.
